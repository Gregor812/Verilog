==> flow/config.mk <==
export PLATFORM = sky130hd
export DESIGN_NAME = decoder_ham
export DESIGN_NICKNAME = decoder_ham
export VERILOG_FILES = /design/flow/design.v
export SDC_FILE = /design/flow/constraint.sdc
export NUM_CORES = 4
export LEC_CHECK = 1
export CORE_UTILIZATION = 30
==> flow/constraint.sdc <==
current_design decoder_ham

set clk_period 5.5
set clk_io_pct 0.2

create_clock -name clk0 -period $clk_period [get_ports {clk_i}]

set non_clock_inputs [all_inputs -no_clocks]
set_input_delay [expr $clk_period * $clk_io_pct] -clock clk0 $non_clock_inputs
set_output_delay [expr $clk_period * $clk_io_pct] -clock clk0 [all_outputs]
==> flow/design.v <==
`timescale 1ns / 1ns
module decoder_ham
(
    input   wire  clk_i,
    input   wire  rst_i,
    input   wire [20:0] dat_i,
    input   wire        vld_i,
    output  reg         rdy_o,
    output  wire [15:0] dat_o,
    output  reg         vld_o,
    input   wire        rdy_i
);
   reg [4:0] syndrome;
   reg [20:0] dat;  
   assign dat_o = {dat[20:16], dat[14:8], dat[6:4], dat[2]};  
   always @(*)
   begin
      syndrome[0] = dat_i[0]  ^ dat_i[2]  ^ dat_i[4]  ^
                    dat_i[6]  ^ dat_i[8]  ^ dat_i[10] ^
                    dat_i[12] ^ dat_i[14] ^ dat_i[16] ^
                    dat_i[18] ^ dat_i[20];
      syndrome[1] = dat_i[1]  ^ dat_i[2]  ^ dat_i[5]  ^
                    dat_i[6]  ^ dat_i[9]  ^ dat_i[10] ^
                    dat_i[13] ^ dat_i[14] ^ dat_i[17] ^
                    dat_i[18];
      syndrome[2] = dat_i[3]  ^ dat_i[4]  ^ dat_i[5]  ^
                    dat_i[6]  ^ dat_i[11] ^ dat_i[12] ^
                    dat_i[13] ^ dat_i[14] ^ dat_i[19] ^
                    dat_i[20];
      syndrome[3] = dat_i[7]  ^ dat_i[8]  ^ dat_i[9]  ^
                    dat_i[10] ^ dat_i[11] ^ dat_i[12] ^
                    dat_i[13] ^ dat_i[14];
      syndrome[4] = dat_i[15] ^ dat_i[16] ^ dat_i[17] ^
                    dat_i[18] ^ dat_i[19] ^ dat_i[20];
   end
   always @(posedge clk_i)
      if(rst_i)
      begin
         rdy_o <= 0;
         dat   <= 0;
         vld_o <= 0;
      end
      else
      begin
         rdy_o <= rdy_i;
         if(rdy_i) begin
            dat   <= syndrome ? (dat_i ^ (1 << (syndrome - 5'b1))) : dat_i;  
            vld_o <= vld_i;
         end
      end
endmodule
==> flow/run.sh <==
#!/bin/bash
# OpenROAD 26Q1-2900-gdf79404cd8, Yosys 0.63+post, stock flow scripts
make -C /OpenROAD-flow-scripts/flow DESIGN_CONFIG=/design/flow/config.mk WORK_HOME=/design/flow/orfs finish
==> flow_metrics.env <==
# physical design summary
export IMPL_status="completed"
export IMPL_clock_sinks=18
export IMPL_ys_ff=18
export IMPL_postPlaceCellArea_um2=1898
export IMPL_synth_top_cell_by_area="dfxtp_1"
export IMPL_cts_resized=0
export IMPL_synth_area_um2=1433
export IMPL_grt_use_total=0.1558
export IMPL_start_kind="input pin"
export IMPL_wl_met3_um=171
export IMPL_die_area_um2=5056
export IMPL_finalPower_uw=486.9
export IMPL_clock_latency_ps=250
export IMPL_synthCells=142
export IMPL_r2r_setup_slack_ps=4810
export IMPL_drc=0
export IMPL_arrival_ps=3400
export IMPL_drt_iter0_drc=72
export IMPL_met1Wirelength_mm=1.782
export IMPL_dr_total_vias=1231
export IMPL_dp_slack_ps=2042
export IMPL_dieHeight_um=71.11
export IMPL_synthArstFlopShare=0
export IMPL_worstHoldPathType="flip-flop to flip-flop"
export IMPL_grt_max_degree=35
export IMPL_flop_cell="dfxtp_1"
export IMPL_warning_count=25
export IMPL_finalClockSkew_ps=0
export IMPL_ctsLongestPathBuffers=2
export IMPL_maxSlewHeadroom=0.5246
export IMPL_hold_viol=0
export IMPL_ys_cells=142
export IMPL_postCtsSetupRepairBufs=0
export IMPL_crit_type="input pin to flip-flop"
export IMPL_vias_per_cell=5.261
export IMPL_grt_pass1_vias=1206
export IMPL_rr_worst_depth=2
export IMPL_cp_end_kind="flip-flop"
export IMPL_drtPass1Iterations=21
export IMPL_clk_pin_slew_worst_paths_ps=70
export IMPL_place_gp_congestion=0.9015
export IMPL_yosys_warnings=1
export IMPL_io_buffers=42
export IMPL_wl_mm=3.593
export IMPL_powerDensity_nw_per_um2=249.3
export IMPL_route_met2_wl_mm=1.638
export IMPL_critPathSlowestCell="clkdlybuf4s50_1"
export IMPL_p_leak_uw=0.0007213
export IMPL_fin_hold_ws_ps=485.5
export IMPL_period_used=0.5885
export IMPL_reg2reg_from="dat[4]"
export IMPL_postLayoutCellArea_um2=1953
export IMPL_core_um2=4474
export IMPL_grt_pass1_wl_mm=6.065
export IMPL_avgRoutedWirePerCell_um=15.35
export IMPL_drt_antenna_violating_nets=0
export IMPL_min_from="dat[9]"
export IMPL_path_cells="clkdlybuf4s50_1 > xnor2_2 > xnor3_1 > nand3_1 > a221oi_2 > xnor2_1 > a211oi_2"
export IMPL_edf_count=0
export IMPL_cts_tree="done"
export IMPL_synth_chip_area_um2=1433
export IMPL_cp_required_ps=5660
export IMPL_fill_cells=419
export IMPL_drv_slew=0
export IMPL_holdPathEnd="dat[9]"
export IMPL_tightest_slew_ps=710.9
export IMPL_setup_viol=0
export IMPL_cts_hold_buf=0
export IMPL_rsz0062_at_grt="false"
export IMPL_setup_slack_ps=2263
export IMPL_hpwl_mm=2.934
export IMPL_critPathMaxStageDelay_ps=510
export IMPL_die_width_um=71.11
export IMPL_num_io_pins=43
export IMPL_ys_seq_share=0.2515
export IMPL_area_delta_synth_final_pct=36.33
export IMPL_htree_levels=1
export IMPL_path_max_fanout=5
export IMPL_peakVddDrop_uv=108.9
export IMPL_clock_root_buffer="clkbuf_8"
export IMPL_cts_buffers=3
export IMPL_rows=24
export IMPL_max_cap_violations=0
export IMPL_max_freq_mhz=309.0
export IMPL_final_layout_top_logic_cells="clkdlybuf4s50_1 (42), xnor2_1 (27), dfxtp_1 (18), nor2_1 (17)"
export IMPL_gr_total_overflow=0
export IMPL_drive_above_1_share=0.08791
export IMPL_topCellsByArea="dfxtp_1 (25%), xnor2_1 (17%), xnor3_1 (13%)"
export IMPL_synthDistinctLibCells=22
export IMPL_holdPathStages=2
export IMPL_avgSynthCellArea_um2=10.09
export IMPL_yosysTopAreaCellShare=0.2515
export IMPL_n_antenna_cell=0
export IMPL_fin_crit_ps=3237
export IMPL_final_setup_tns_ps=0
export IMPL_top_layer_used="met3"
export IMPL_antenna_found_initial=0
export IMPL_fp_util=0.3202
export IMPL_layout_cells_most_common="clkdlybuf4s50_1"
export IMPL_reg2reg_to="dat[4]"
## power by group
part	internal (uW)	switching [uW]	total, uW
sequential	142	5.47	147
combinational	115	117	233
clock	63.5	43.2	107
## Yosys cell counts (2+ instances only)
cell,n
dfxtp_1,18
xnor2_2,2
xnor3_1,8
nand4_2,2
xnor2_1,27
a22oi_1,15
a211oi_1,15
nor2_1,17
nand4_1,8
xor2_1,5
clkbuf_1,5
nand3_1,9
xnor3_2,2
## layer usage
metal / GRT usage / vias up
li1: - / 614
met1: 0.2456 / 564
met2: 0.2500 / 53
met3: 0.01590 / 0
met4: 0.006667 / 0
met5: 0 / -
## how the worst max path moves through the flow
stage         start       to  slack [ps]  depth (start not counted)
4_1_cts   dat_i[10]   dat[2]        2280                          7
5_1_grt   dat_i[10]  dat[12]        2150                          7
6_report  dat_i[10]   dat[2]        2260                          7
## cells by family after synthesis
group	count (synthesis)	synth area share
muxes	1	0.006987
and+or+nand+nor	38	0.1397
xor gates and xnor gates	46	0.4061
AOI/OAI and AO/OA	32	0.1764
buffers and inverters	7	0.01921
DFF	18	0.2515
## flip-flops by register name, indices dropped and copies added, names as in the netlist
| signal | count |
|---|---|
| vld_o | 1 |
| rdy_o | 1 |
| dat | 16 |
## final cells by class
type,count,area (um^2),share of cell area
Sequential cell,18,360.3,0.1845
Multi-Input combinational cell,117,1045,0.5349
Clock buffer,4,55.05,0.02819
Timing Repair Buffer,43,427.9,0.2191
Tap cell,52,65.06,0.03331
## critical path: cells and delay by family
| family | cells | cell delay, ps |
|---|---|---|
| compound gates | 2 | 590 |
| simple gates | 1 | 230 |
| buf+inv | 1 | 510 |
| xor+xnor | 3 | 970 |
## per-stage QoR
| step | instances | utilization |
|---|---|---|
| 3_3_place_gp | 230 | 0.4242 |
| 3_5_place_dp | 230 | 0.4242 |
| 5_1_grt | 234 | 0.4365 |
| 6_report | 234 | 0.4365 |
| 4_1_cts | 234 | 0.4365 |
| 2_1_floorplan | 142 | - |
Power and IR drop assume default switching activity.
