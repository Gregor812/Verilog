**./run.sh**
```bash
#!/bin/bash
# OpenROAD 26Q1-2900-gdf79404cd8, Yosys 0.63+post, stock flow scripts
make -C /OpenROAD-flow-scripts/flow DESIGN_CONFIG=/design/flow/config.mk WORK_HOME=/design/flow/orfs finish
```
**./config.mk**
```make
export PLATFORM = sky130hd
export DESIGN_NAME = coder_ham
export DESIGN_NICKNAME = coder_ham
export VERILOG_FILES = /design/flow/design.v
export SDC_FILE = /design/flow/constraint.sdc
export NUM_CORES = 4
export LEC_CHECK = 1
export CORE_AREA = 10 10 90 90
export DIE_AREA = 0 0 100 100
```
**./constraint.sdc**
```tcl
current_design coder_ham

set clk_period 2.0
set clk_io_pct 0.2

create_clock -name clk0 -period $clk_period [get_ports {clk_i}]

set non_clock_inputs [all_inputs -no_clocks]
set_input_delay [expr $clk_period * $clk_io_pct] -clock clk0 $non_clock_inputs
set_output_delay [expr $clk_period * $clk_io_pct] -clock clk0 [all_outputs]
```
**./design.v**
```verilog
`timescale 1ns / 1ns
module coder_ham (
   input   wire   clk_i,
   input   wire   rst_i,
   input   wire [15:0] dat_i,
   input   wire        vld_i,
   output  reg         rdy_o,
   output  reg  [20:0] dat_o,
   output  reg         vld_o,
   input   wire        rdy_i
);
   reg [4:0] ctrl_bits;
   always @(*) begin
      ctrl_bits[0] = dat_i[0]  ^ dat_i[1]  ^ dat_i[3]  ^
                     dat_i[4]  ^ dat_i[6]  ^ dat_i[8]  ^
                     dat_i[10] ^ dat_i[11] ^ dat_i[13] ^
                     dat_i[15];
      ctrl_bits[1] = dat_i[0]  ^ dat_i[2]  ^ dat_i[3] ^
                     dat_i[5]  ^ dat_i[6]  ^ dat_i[9] ^
                     dat_i[10] ^ dat_i[12] ^ dat_i[13];
      ctrl_bits[2] = dat_i[1]  ^ dat_i[2]  ^ dat_i[3] ^
                     dat_i[7]  ^ dat_i[8]  ^ dat_i[9] ^
                     dat_i[10] ^ dat_i[14] ^ dat_i[15];
      ctrl_bits[3] = dat_i[4]  ^ dat_i[5]  ^ dat_i[6] ^
                     dat_i[7]  ^ dat_i[8]  ^ dat_i[9] ^
                     dat_i[10];
      ctrl_bits[4] = dat_i[11] ^ dat_i[12] ^ dat_i[13] ^
                     dat_i[14] ^ dat_i[15];
   end
   always @(posedge clk_i)
      if(rst_i) begin
         rdy_o <= 0;
         dat_o <= 0;
         vld_o <= 0;
      end else begin
         rdy_o <= rdy_i;
         if(rdy_i) begin
            dat_o <= {dat_i[15:11], ctrl_bits[4],         
                      dat_i[10:4],  ctrl_bits[3],         
                      dat_i[3:1],   ctrl_bits[2],         
                      dat_i[0],     ctrl_bits[1:0]};      
            vld_o <= vld_i;
         end
      end
endmodule
```
==> job_summary.md <==
## Synthesis and layout report

| Metric | Value |
|---|---|
| Run status | finished clean |
| Instance area at placement | 1660 um2 |
| Number of antenna violations at the first check in global routing | 0 |
| Clk latency late pin | roughly 260 ps |
| Chip Area, Yosys | around 1100 um2 |
| Detailed placement HPWL | approximately 2400 um |
| CTS sink cnt | 23 |
| Number of antenna diodes | 0 |
| Worst hold slack across all endpoints | around 500 ps |
| Worst Tran Pin Value | 292 ps |
| Quantity of I/O buffers inserted on ports | roughly 42 |
| Max Root-Sink Buffers | 2 |
| Worst Hold Depth | 2 |
| Dominant cell by count in the synthesized netlist | sky130_fd_sc_hd__dfxtp_1 |
| Biggest area consumer among synthesized cells | sky130_fd_sc_hd__dfxtp_1 |
| Sum of overflow across all layers after global routing | 0 |
| Arrival time worst endpoint | about 1900 ps |
| Count of pins on the block boundary | about 43 |
| PostCTS Resize Cnt | 0 |
| Number of unique standard cell types used by synthesis | 16 |
| Deepest level of the CTS H-tree | 1 |
| Top cells by area | sky130_fd_sc_hd__dfxtp_1 (42%), sky130_fd_sc_hd__mux2i_1 (17%), sky130_fd_sc_hd__xnor3_1 (12%), sky130_fd_sc_hd__nor2_1 (7.4%), sky130_fd_sc_hd__xnor2_1 (4.7%) |
| Detailed Route WL | roughly 3000 um |
| Chip width | approximately 100 um |
| Clock root buffer master | sky130_fd_sc_hd__clkbuf_8 |
| Leakage | roughly 0.74 nW |
| Most used standard cells in the synthesized netlist | sky130_fd_sc_hd__dfxtp_1 (23), sky130_fd_sc_hd__nor2_1 (22), sky130_fd_sc_hd__mux2i_1 (19), sky130_fd_sc_hd__xnor2_1 (6), sky130_fd_sc_hd__xnor3_1 (6) |
| Detailed Route Iter0 Violations | 20 |
| Tally of OpenROAD warnings | 25 |
| Start-to-end type of the worst setup path | input pin to flop |
| Clock-pin slew on the worst setup and hold paths | about 90 ps |
| Post-synth seq share | 0.415 |
| Power density over cell area | around 660 nW/um2 |
| Endpoint of the lowest-slack register-to-register path | dat_o[0] |
| Yosys warnings | 1 |
| Core area | roughly 6300 um2 |
| Via count of the routed design | 821 |
| Initial core utilization | 0.177 |
| Final non-filler cell area | around 1700 um2 |
| Share of cells above drive strength 1 | 0.101 |
| Class of the tightest hold or removal check | flop to flop |
| Final critical-path required period | ~1700 ps |
| Post-CTS Hold Fix Bufs | 0 |
| Register bit count reported by yosys | 23 |
| Type of element launching the critical path | input pin |
| FP Rows | 29 |
| Endpoint, Worst Hold | dat_o[15] |
| Slew Limit Fails | 0 |
| Die Outline Area | about 10000 um2 |
| Fillcell total | between 600 and 700 |
| Hold Path Origin | dat_o[15] |
| Via count of the first global-routing pass | roughly 880 |
| Total setup violations reported at the end of the flow | 0 |
| Async set-or-reset flop fraction in the synthesized netlist | 0 |
| Detailed-route wire length per cell | 13.4 um |
| Data required time at the worst endpoint | between 2000 and 2500 ps |
| Yosys stat cell total | between 90 and 100 |
| Register-to-Register Setup Slack | about 1300 ps |
| Total setup buffers inserted after CTS | 0 |
| Reg-to-reg startpoint | dat_o[0] |
| Die Y-Extent | around 100 um |
| Netlist area before placement | approximately 1100 um2 |
| Maximum number of pins on one net before global-route repair | 18 |
| Length in cells of the worst reg-to-reg path | 2 |
| Wire length of the first global-routing pass | 4630 um |
| Post-synth EDFFs | 0 |
| Max Clock Skew | 0 ps |
| Max-slew headroom | 0.804 |
| Mean number of vias per cell | ~3.6 |
| Max frequency | slightly below 600 MHz |
| Instance tally after logic synthesis | 99 |
| Maximum resistive drop on vdd | roughly 0.29 mV |
| DRC viols | 0 |
| Total clock buffers created by CTS | 3 |
| Number of max-cap violations | 0 |
| Most frequently used flop master after synthesis | sky130_fd_sc_hd__dfxtp_1 |
| TNS Setup | 0 ps |
| Number of optimization iterations in the first detailed-route pass | 2 |
| RSZ-0062 raised after global routing | false |
| Type of element capturing the critical path | flop |
| Largest fanout of any net on the critical path | 2 |
| CTS tree | yes |
| Synthesized area divided by synthesized cell count | 11.2 um2 |
| Area fraction of the dominant cell type after synthesis | 0.415 |
| Hold Vio Cnt, Final | 0 |
| Core occupancy in the finished layout | 0.273 |
| Share of the cycle needed by the critical path after routing | 0.841 |
| Global router's overall resource usage | 0.0599 |
| Remaining antenna violation count after routing | 0 |
| Synthesis-to-layout area growth | 54.5% |
| Final weighted congestion of routability-driven global placement | around 0.76 |
-- per-layer routing --
layer | share of wire | vias to the layer above | wire length, um | GRT usage
met3 | 0.10 | 2 | 316 | 0.0326
li1 | - | 429 | - | -
met1 | 0.48 | 361 | 1460 | 0.0831
met4 | 0.0069 | 0 | 21 | 0.00543
met2 | 0.41 | 29 | 1230 | 0.0836
met5 | 0 | - | 0 | 0
-- registers in the layout, summed over array words and instances (netlist names) --
signal,flops
dat_o,21
vld_o,1
rdy_o,1
-- worst max path at each step --
stage	from	end	slack [ps]	cells after the start
5_1_grt	dat_i[10]	dat_o[7]	250	5
6_report	dat_i[11]	dat_o[0]	320	5
4_1_cts	dat_i[10]	dat_o[3]	310	5
-- kinds of logic after synthesis --
logic type             after synthesis  synth area share
AND-OR/OR-AND                        3            0.0271
XOR/XNOR                            19             0.258
buffers and inverters                6            0.0226
flip-flops                          23             0.415
multiplexers                        19             0.172
AND/OR/NAND/NOR                     29             0.105
-- through the flow --
step | worst slack [ps] | std cells | power, mW
6_report | 319 | 225 | 1.14
5_1_grt | 245 | 225 | 1.22
4_1_cts | 305 | 225 | 1.17
3_5_place_dp | 35.7 | 221 | 0.855
3_3_place_gp | 47.1 | 221 | 0.854
2_1_floorplan | 578 | 99 | 0.684
-- area by class of cell --
| cell class | instances | area [um2] | area share |
|---|---|---|---|
| clock buffer | 3 | 41.3 | 0.0241 |
| clock inverter | 1 | 7.51 | 0.00438 |
| inverter | 1 | 3.75 | 0.00219 |
| multi-input combinational | 70 | 623 | 0.364 |
| sequential | 23 | 460 | 0.269 |
| tap | 77 | 96.3 | 0.0562 |
| timing repair buffer | 50 | 480 | 0.280 |
-- power by group --
group / leakage, nW / internal, mW / switching, mW
Clock: 0.0217 / 0.141 / 0.158
Sequential: 0.190 / 0.496 / 0.0176
Combinational: 0.532 / 0.215 / 0.110
-- cells in the final DEF (no fill, tap or decap) --
cell type	synthesis	layout
sky130_fd_sc_hd__xor2_1	4	4
sky130_fd_sc_hd__nor2_1	22	22
sky130_fd_sc_hd__clkdlybuf4s50_1	0	42
sky130_fd_sc_hd__inv_1	1	1
sky130_fd_sc_hd__xor3_1	1	1
sky130_fd_sc_hd__xnor3_1	6	6
sky130_fd_sc_hd__dfxtp_1	23	23
sky130_fd_sc_hd__xnor3_2	1	1
sky130_fd_sc_hd__nand2b_1	3	3
sky130_fd_sc_hd__clkbuf_8	0	3
sky130_fd_sc_hd__nand2_1	4	4
sky130_fd_sc_hd__xnor2_2	1	1
sky130_fd_sc_hd__o221ai_1	2	2
sky130_fd_sc_hd__mux2i_1	19	19
sky130_fd_sc_hd__xnor2_1	6	6
sky130_fd_sc_hd__buf_4	0	8
sky130_fd_sc_hd__a211oi_2	1	1
sky130_fd_sc_hd__clkinvlp_4	0	1
-- worst max-delay path, stage by stage --
cell	delay, ps
sky130_fd_sc_hd__clkdlybuf4s50_1	480
sky130_fd_sc_hd__xnor3_2	430
sky130_fd_sc_hd__xnor3_1	200
sky130_fd_sc_hd__xor2_1	160
sky130_fd_sc_hd__a211oi_2	210
Power is estimated from default activity; no workload was simulated.
